### flow/recip.vmem
@00
00
7e
7c
7a
78
76
74
72
70
6f
6d
6b
6a
68
66
65
63
61
60
5e
5d
5b
5a
59
57
56
54
53
52
50
4f
4e
4c
4b
4a
49
47
46
45
44
43
41
40
3f
3e
3d
3c
3b
3a
39
38
37
36
35
34
33
32
31
30
2f
2e
2d
2c
2b
2a
29
28
28
27
26
25
24
23
23
22
21
20
1f
1f
1e
1d
1c
1c
1b
1a
19
19
18
17
17
16
15
14
14
13
12
12
11
10
10
0f
0f
0e
0d
0d
0c
0c
0b
0a
0a
09
09
08
07
07
06
06
05
05
04
04
03
03
02
02
01
01
00
### flow/run.sh
#!/bin/bash
# OpenROAD 26Q1-2900-gdf79404cd8, Yosys 0.63+post, stock flow scripts
make -C /OpenROAD-flow-scripts/flow DESIGN_CONFIG=/design/flow/config.mk WORK_HOME=/design/flow/orfs finish
### flow/config.mk
export PLATFORM = sky130hd
export DESIGN_NAME = i2f
export DESIGN_NICKNAME = i2f
export VERILOG_FILES = /design/flow/design.v
export SDC_FILE = /design/flow/constraint.sdc
export NUM_CORES = 4
export LEC_CHECK = 1
export CORE_UTILIZATION = 30
### flow/constraint.sdc
current_design i2f

set clk_period 5.7
set clk_io_pct 0.2

create_clock -name clk0 -period $clk_period

set non_clock_inputs [all_inputs -no_clocks]
set_input_delay [expr $clk_period * $clk_io_pct] -clock clk0 $non_clock_inputs
set_output_delay [expr $clk_period * $clk_io_pct] -clock clk0 [all_outputs]
### flow/design.v
module multiplyf( in1,in2,outf);
	output reg [15:0] outf;
	input [15:0] in1;
	input [15:0] in2;
	reg [7:0] temp;
    reg [15:0] temp1;
	always @ (*) 
	begin
		if (in1==16'b0 || in2 == 16'b0) begin
			outf = 16'b0;
		end else begin
			if (in1[15] != in2[15])
			begin
				outf[15] <= 1;     
			end
			else begin
				outf[15] <= 0;		 
			end 	
			temp = (in1[14:7] + in2[14:7])- 127;	 
			temp1 = {1'b1,in1[6:0]} * {1'b1,in2[6:0]};   
			if (temp1[15] == 1) begin
				outf[14:7] = temp + 1;	 
				outf[6:0] = temp1[14:8];	 
			end else begin
				outf[14:7] = temp;   	 
				outf[6:0] = temp1[13:7];	 
			end
		end
	end
endmodule
module msb(in,out);
	input [15:0] in;
	output reg [15:0] out;
	reg [15:0] temp;
	always @(*) begin
		temp = in | (in >>1);
		temp = temp | (temp >>2);
		temp = temp | (temp >>4);
		temp = temp | (temp >>8);
		out = temp & ~(temp >>1);
	end
endmodule
module addf(in1,in2,out);
	input [15:0] in1;
	input [15:0] in2;
	output reg [15:0] out;
	reg [15:0] temp;
	reg [15:0] op1;
	reg [15:0] op2;
	reg[8:0] man1;
	reg[8:0] man2;
	reg[8:0] outMan;
	wire [15:0] numZeros;
	lead_zero leadZeros({outMan,7'b0}, numZeros);
	always@(*) begin
		if (in1 == 16'b0) begin
			out = in2;
		end else if (in2 == 16'b0) begin
			out = in1;
		end else if ((in1[14:0] == in2[14:0]) && (in1[15] != in2[15])) begin
			out = 0;
		end else begin
			if (in2[14:7] > in1[14:7] ) begin
				op2 = in1;
				op1 = in2;
			end else begin	 
				op2 = in2;
				op1 = in1;
			end
			man1 = {2'b01,op1[6:0]};
			man2 = {2'b01,op2[6:0]};
			man2 = man2 >> (op1[14:7] - op2[14:7]);
			out[14:7] = (op1[14:7]);
			if (op1[15] == op2[15]) begin
				outMan = man1+man2;
				out[15] = op1[15];
				if (outMan[8] == 1)  
				begin
					out[14:7] = out[14:7]+1; 
					out[6:0] = outMan[7:1];
				end else begin
					out[6:0] = outMan[6:0];	 
				end
			end else begin
				if (man1 > man2) begin
					outMan = man1-man2;
					out[15] = op1[15];
				end else begin
					outMan = man2-man1;
					out[15] = op2[15];
				end
				if (numZeros == 2) begin   
					out[14:7] = out[14:7] + (1-numZeros);
					out[6:0] = {outMan[5:0], 1'b0};
				end else begin
					out[14:7] = out[14:7] ;
					out[6:0] = {outMan[6:0]};
				end
			end
		end	
	end
endmodule
module i2f(in,out);
	input [15:0] in;
	output reg [15:0] out;
	reg[6:0] zeros;
	reg [22:0] temp;
	wire [15:0] numZeros;
	wire [15:0] countZ;
	assign countZ = temp[22:7];
	lead_zero leadZeros(countZ, numZeros);
	initial begin
		zeros<= 0;
	end
	always@(*) begin
		if (in == 16'b0) begin
			out = 16'b0;
		end else begin
			if (in[15] ==0) begin
				temp = {in,zeros};
				out[15] = in[15];  
				out[14:7] = 127 + (15-numZeros);  
				out[6:0] = temp >> (15-numZeros);  
			end else begin
				temp = {((in^16'b1111111111111111)+16'b01),zeros};
				out[15] = in[15];  
				out[14:7] = 127 + (15-numZeros);  
				out[6:0] = temp >> (15-numZeros);  
			end
		end
	end
endmodule
module lead_zero(in, out);
	input [15:0] in;
	output reg [15:0] out;
	reg [15:0] temp;
	wire [15:0] vari;
	ones Count(temp,vari);
	always @(*) begin 
		temp = in | (in>>1);
			temp = temp | (temp>>2);
			temp = temp | (temp>>4);
			temp = temp | (temp>>8);
			out = 16-vari;
	end
endmodule
module ones(in,out);
	input [15:0] in;
	output reg [15:0] out;
	reg [15:0] temp;
	always @(*) begin
		temp = in - ((in >>1)& 16'h5555);
		temp = (((temp >>2) & 16'h3333) + (temp & 16'h3333));
		temp = (((temp >>4)+temp)& 16'h0f0f);
		temp = temp + (temp>>8);
		temp = temp + (temp>>16);
		out = temp & 16'h003f;
	end
endmodule
module f2i(in,out);
	input [15:0] in;
	output reg [15:0] out;
	reg [22:0] temp;
	always @(*) begin
		if (in == 16'b0) begin
			out = 16'b0;
		end else begin
			temp = {16'b1,in[6:0]};
			if (in[14:7] >= 127) begin
				temp = temp << (in[14:7] - 127);
				out = temp[22:7];
			end else begin 
				out = 0;
			end
			if (in[15] == 1) begin
				out = out ^ 'hffff;
				out = out+1;
			end
		end
	end	
endmodule
module recip_float(in, out);
	input [15:0] in;
	output reg [15:0] out;
	reg [7:0] temp;
	reg  [7:0] lookup[0:127];  
	initial begin
		$readmemh("recip.vmem",lookup);
	end
	always @(*) begin
		out[15] = in[15];	
		if (in[6:0] == 7'b0) begin
			out[14:7] = 254 - (in[14:7]);
		end else begin
			out[14:7] = 253 - (in[14:7]);
		end	
		if (in[6:0] == 1) begin   
			out[6:0] = lookup[126];
		end else begin
			temp[7:0] = lookup[in[6:0]];  
			out[6:0] = temp[6:0];  
		end
	end 
endmodule
module test;
	reg [15:0] temp1;
	reg [15:0] temp2;
	wire [15:0] out;
	addf MSB(temp1,temp2,out);	
	initial begin
		temp1 <= 'h56b5;
		temp2 <= 'hd735;
		repeat (1) begin
			#5;
			$display("%h",out);
		end
	end
endmodule
==> impl_metrics.ini <==
; physical design summary
[status]
status = finished, final reports clean

[floorplanning]
io_pins = 32
core-area_sq_um = 10500
rows = 37
die_h_um = 106
die_w_um = 106
die-area_sq_um = 11300
fp_util_pct = 31.3

[synthesis]
synth_flop_count = 16
ys_cells = 454
ys_sh_mux_pct = 3.40
netlist-cell-type-count = 69
syn-cell-area_sq_um = 3270
edf_count = 0
avgSynthCellArea_sq_um = 7.21
yosysChipArea_sq_um = 3270
async_flop_share_pct = 0
ys_warn_count = 3
simple_gate_share_pct = 25.5
synth_top_flop_cell = dlxtp_1
fa_ha_area_share_pct = 20.6
ys_sh_xor_pct = 8.03
yosys.area_share.aoi_pct = 26.3
syn_inst = 454
topCombFamilyByArea = AND-OR/OR-AND gates

[layout]
n_fill_cell = 1138
fin_area_sq_um = 3740
layout.area.seq_sq_um = 240
final_cells = 604
drive_above_1_share_pct = 6.84
combGateArea_sq_um = 2760
syn_to_final_growth_pct = 14.5
largest_register_ff_count = 16

[timing]
tightestPinTransition_ns = 0.602
setup_slack_ns = 0.182
fin_crit_ns = 5.52
slew_headroom_pct = 59.9
finalSetupViolCount = 0
unclocked_pins = 16
rsz0062_at_grt = no
hold_viol_final = 0
max_freq_ghz = 0.181
setup_tns_ns = 0
untimed_endpoints = 16
slew_viol_final = 0
post-route-period-util_pct = 96.8

[place]
port_buffers = 32
gp_congestion = 0.909
dpl_cell_area_sq_um = 3730
dp_slack_ns = 0.130
place_inst = 604
dp.final_hpwl_um = 6960

[power]
p_per_area_nw_per_um2 = 506
p_leak_nw = 1.64
ir_drop_mv = 0.280

[global_route]
grt_first_pass_wirelength_um = 15000
track_usage_pct = 16.3
grt_max_degree = 34
gr-total-overflow = 0
grt_pass1_vias = 3107
grt_util_met2_pct = 28.2
use_met3_pct = 0.813
grtUsageMet1_pct = 22.6
antenna_found_initial = 0
grt_busiest_layer = met2

[worst_setup_path]
path_cells = clkdlybuf4s50_1, inv_1, ha_1, or3b_4, or3_4, a311oi_1, o21ai_1, o31a_1, o2111ai_1, and3_1, clkdlybuf4s50_1
endpoint_kind = primary output
crit_buf_inv = 3
crit_slowest_cell = clkdlybuf4s50_1
cp_top_family = buffers and inverters
cp.required_ns = 4.56
crit_arrival_ns = 4.38
crit_type = in -> out
startpoint_type = primary input
cp_max_fo = 7
slowest_delay_ns = 0.47
crit_top_cell = clkdlybuf4s50_1

[detailed_routing]
antennaDiodeCount = 0
drc = 0
firstDrtPassIters = 4
avgViaCountPerCell = 5.36
drtIter0Drc = 199
routedWlPerCell_um = 14.2
antenna_left = 0
wirelength_um = 8590
vias = 3237

[clocking]
ctsHoldBuffers = 0
post_cts_buffers = 0
cts_resized = 0

[run]
maxCapViolations = 0
tool_warnings = 47

[min_path]
hp-class = in -> out
-- area by class of cell --
type | instances | share of cell area (%)
multi-input cells | 366 | 73.6
repair buffers | 47 | 11.6
flip-flops and latches | 16 | 6.41
well taps | 136 | 4.54
inverters | 39 | 3.91
-- power breakdown --
part / internal, mW / switching [mW] / leakage, nW / total [mW]
Combinational: 0.854 / 1.02 / 1.52 / 1.88
Clock: 0 / 0 / 0 / 0
Sequential: 0.0128 / 0.00587 / 0.126 / 0.0187
Total: 0.867 / 1.03 / 1.64 / 1.90
-- per-layer routing --
layer  vias up  share of wire (%)
li1       1676                  -
met1      1493                 47
met2        54                 48
met3        14                2.3
met4         0                2.0
met5         -                  0
-- layout by cell type (no fill, tap or decap), types with 3 or more instances in the layout --
cell type	count
a211o_1	3
a211oi_1	3
a21o_1	9
a21oi_1	19
a221oi_1	4
a22oi_1	3
a311oi_1	3
a31oi_1	5
and3_1	4
buf_4	15
clkdlybuf4s50_1	32
dlxtp_1	16
fa_1	8
ha_1	41
inv_1	36
mux2i_1	10
nand2_1	30
nand2b_1	5
nand3_1	12
nand4_1	4
nor2_1	35
nor2b_1	8
nor3_1	16
nor4_1	8
o211ai_1	6
o21a_1	5
o21ai_0	15
o21ai_1	6
o311ai_0	3
o31ai_1	10
or2_2	4
or3_1	12
or4_1	5
xnor2_1	18
xor2_1	12
-- synth_stat cells (4+ instances only) --
master    instances  share of area (%)
nand2_1          30                3.4
xor2_1           12                3.2
dlxtp_1          16                7.3
fa_1              8                4.9
inv_1            36                4.1
o21a_1            5                1.1
nand3_1          12                1.8
nand2b_1          5               0.96
nor2b_1           8                1.5
a21o_1            9                2.1
nand4_1           4               0.76
o21ai_0          15                2.3
or4_1             5                1.1
xnor2_1          18                4.8
or3_1            13                2.5
nor3_1           16                2.4
a31oi_1           5               0.96
a221oi_1          4                1.1
o31ai_1          10                2.3
o21ai_1           6               0.92
o211ai_1          6                1.4
or2_2             4               0.76
nor2_1           35                4.0
a21oi_1          19                2.9
nor4_1            8                1.5
ha_1             41                 16
a211oi_1          4               0.92
mux2i_1          10                3.1
buf_1             6               0.69
and3_1            4               0.76
clkbuf_1         22                2.5
-- worst paths after layout --
| path | start | to | slack, ns | depth (start not counted) |
|---|---|---|---|---|
| setup / recovery | in[0] | out[4] | 0.18 | 11 |
| hold / removal | in[15] | out[15] | 3.43 | 3 |
-- metrics by stage --
stage,hold WS (ns),total power [mW],util (%)
floorplan,2.49,1.20,-
global placement,3.42,1.89,35.7
detailed placement,3.42,1.87,35.7
CTS,3.43,1.88,35.7
global route,3.48,2.09,35.8
finish,3.43,1.90,35.8
-- tightest hold or removal path, cell delays in order --
cell	delay [ns]
clkdlybuf4s50_1	0.44
buf_4	0.25
clkdlybuf4s50_1	0.44
-- cells by family (layout without fill, tap and decap cells) --
kind of cell,Yosys count,in the layout
simple gates,159,159
fa+ha+maj,49,49
mux,11,11
xor+xnor,30,30
buf+inv,72,86
latches,16,16
compound gates,117,117
Power figures rest on the tool's default switching activity, not on a simulated workload.
